==> /design/flow/design.v <==
module HalfAdder_1b ( A, B, S, CO );
	input			A, B;
	output			S, CO;
	assign {CO, S} = A + B;
endmodule
module FullAdder_1b ( A, B, CI, S, CO );
	input			A, B, CI;
	output			S, CO;
	assign {CO, S} = A + B + CI;
endmodule
module HalfAdder_4b ( A, B, S, CO );
	input	[3:0]	A, B;
	output	[3:0]	S;
	output			CO;
	wire	[2:0]	C;
	HalfAdder_1b a0 ( .A(A[0]), .B(B[0]),            .S(S[0]), .CO(C[0]) );
	FullAdder_1b a1 ( .A(A[1]), .B(B[1]), .CI(C[0]), .S(S[1]), .CO(C[1]) );
	FullAdder_1b a2 ( .A(A[2]), .B(B[2]), .CI(C[1]), .S(S[2]), .CO(C[2]) );
	FullAdder_1b a7 ( .A(A[3]), .B(B[3]), .CI(C[2]), .S(S[3]), .CO(CO) );
endmodule
module HalfAdder
	# ( parameter N=8 )
(
	input	wire	[N-1:0]	A, B,
	output	wire	[N-1:0]	S,
	output	wire			CO
);
	assign {CO, S} = A + B;
endmodule
module FullAdder
	# ( parameter N=8 )
(
	input	wire	[N-1:0]	A, B,
	input	wire			CI,
	output	wire	[N-1:0]	S,
	output	wire			CO
);
	assign {CO, S} = A + B + CI;
endmodule
==> /design/flow/run.sh <==
#!/bin/bash
# OpenROAD 26Q1-2900-gdf79404cd8, Yosys 0.63+post, stock flow scripts
make -C /OpenROAD-flow-scripts/flow DESIGN_CONFIG=/design/flow/config.mk WORK_HOME=/design/flow/orfs finish
==> /design/flow/config.mk <==
export PLATFORM = sky130hd
export DESIGN_NAME = HalfAdder_4b
export DESIGN_NICKNAME = HalfAdder_4b
export VERILOG_FILES = /design/flow/design.v
export SDC_FILE = /design/flow/constraint.sdc
export NUM_CORES = 4
export LEC_CHECK = 1
export CORE_AREA = 10 10 70 70
export DIE_AREA = 0 0 80 80
==> /design/flow/constraint.sdc <==
current_design HalfAdder_4b

set clk_period 3.2
set clk_io_pct 0.2

create_clock -name clk0 -period $clk_period

set non_clock_inputs [all_inputs -no_clocks]
set_input_delay [expr $clk_period * $clk_io_pct] -clock clk0 $non_clock_inputs
set_output_delay [expr $clk_period * $clk_io_pct] -clock clk0 [all_outputs]
==> results.ini <==
[run_status]
status = completed

[floorplanning]
core_area_mm2 = 0.00342
initCoreUtil_pct = 4.10
rows = 21
fp.dieW_um = 80
die_height_um = 80
io_pins = 13
dieArea_mm2 = 0.00640

[yosys]
synth_area_leader_cell = fa_1
synth_cells = 18
ys_cells = 18
ys_seq_share_pct = 0
yosysChipArea_um2 = 140
syn_avg_cell_area_um2 = 7.79
netlist_area_um2 = 140
area_leaders = fa_1 43%, inv_1 27%, buf_4 21%
top_area_share_pct = 42.9
ys_warn_count = 0
synth_cell_types = 4

[timing]
slew_headroom_pct = 93.6
rsz0062_at_grt = no
finalMaxSlewViolations = 0
fmax_ghz = 0.328
tns_ps = 0
holdWs_ps = 2060
worst_pin_slew_ps = 95.3
period_used_pct = 95.2
period_needed_ps = 3050
hold_violations = 0
setup_viol = 0

[worst_setup_path]
cp.arrival_ps = 2410
cpMostUsedCell = inv_2
critPathLaunchType = input pin
max_stage_delay_ps = 470
crit_family = adder cells
path_cells = dlygate4sd2_1 -> ha_2 -> inv_2 -> fa_2 -> inv_2 -> fa_2 -> inv_2 -> fa_1 -> inv_1 -> dlygate4sd2_1
crit_required_ps = 2560
crit_cells = 10
critPathKind = in -> out
crit_path_end_kind = primary output
crit_path_top_delay_cell = fa_1
path_buffers = 6
crit_fanout = 1

[drt]
drc = 0
drt-pass1-iter-count = 1
routed_wl_um = 396
vias_per_cell = 1.71
wl_per_cell_um = 5.42
drtIter0Drc = 0
via_count = 125
ant_nets = 0
n_antenna_cell = 0

[min_path]
min_path_cells = 3
min_to = S[0]
hold_class = in -> out
min_from = A[0]

[power]
p_total_uw = 35.6
p_leak_nw = 0.140
cellPowerDensity_mw_per_mm2 = 118
ir_drop_uv = 10.2

[grt]
antenna_found_initial = 0
grt_overflow = 0
grt_pass1_wl_um = 641
grt_max_degree = 2
grt_pass1_vias = 127
track_usage_pct = 1.18

[place]
port_buffers = 13
dp_hpwl_um = 367
place_congestion = 0.767

[layout]
regArea_um2 = 0
area_growth_pct = 115
layout_top_cell = clkdlybuf4s50_1
fillers = 401
layout-drive-gt1-share_pct = 29.6
n_clock_buffer = 0
final_cell_mix = 7 x clkdlybuf4s50_1, 5 x inv_1, 5 x inv_2, 5 x dlygate4sd2_1, 2 x fa_2
flop-count = 0

[clock_network]
cts_setup_buffers = 0

[flow_run]
drv_cap = 0
warnings = 32

-- synth_stat cells, drive strengths merged --
cell and n:
inv 10, buf 4, fa 3, ha 1
-- worst min-delay path: stages --
cell and delay [ps]:
dlygate4sd2_1 190, ha_2 130, clkdlybuf4s50_1 450
-- metal layers --
layer | share of wire [%] | wire length, um | global-route usage (%)
met5 | 0 | 0 | 0
met1 | 35 | 137 | 1.46
met2 | 49 | 196 | 2.01
met4 | 0 | 0 | 0
met3 | 15 | 61 | 0.455
-- what timing repair did --
action                                 in CTS  in global routing
gates resized                              12                  2
setup endpoints to repair                   2                  1
endpoints found under the hold margin       0                  0
pin swaps                                   4                  3
hold buffers                                0                  0
cloned                                      0                  0
-- power breakdown --
group	internal, mW	total (mW)	switching [mW]
sequential	0	0	0
clock	0	0	0
combinational	0.0248	0.0356	0.0108
-- kinds of logic after synthesis --
group | share of synthesized area (%)
buffers and inverters | 48.2
adder cells (fa/ha/maj) | 51.8
-- stage by stage --
| step | instances | area (um^2) | worst slack (ps) | util (%) |
|---|---|---|---|---|
| 3_3_place_gp | 73 | 298 | -376 | 8.72 |
| 4_1_cts | 73 | 299 | 8.95 | 8.75 |
| 3_5_place_dp | 73 | 298 | -375 | 8.72 |
| 6_report | 73 | 302 | 153 | 8.83 |
| 5_1_grt | 73 | 302 | 36.8 | 8.83 |
| 2_1_floorplan | 18 | 140 | 559 | - |
-- layout make-up --
class              instances  area [um^2]  area share, %
repair buffers            13          126           41.9
well taps                 46         57.6           19.1
inverters                 10         37.5           12.4
multi-input cells          4         80.1           26.6
-- how the worst max path moves through the flow --
stage / endpoint / start / slack (ps)
after global routing: S[3] / A[0] / 40
final: S[3] / B[0] / 150
after CTS: S[3] / B[1] / 9
Power is estimated from default activity; no workload was simulated.
